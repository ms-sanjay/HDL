$ cat design.v
module Sequence0011(clk,rst,x,y);
input x,rst,clk;
output reg y;
reg [1:0]ps;
reg [1:0]ns;
always@(posedge clk)
begin
  if(rst==1) begin y=0; ps=2'b00; ns=2'b00; end
  else
    begin
    ps=ns;
    case(ps)
    2'b00:
    begin
      if(x==0) begin ns=2'b01; y=0; end
      else begin ns=2'b00; y=0; end
    end
    2'b01:
    begin
      if(x==0) begin ns=2'b10; y=0; end
      else begin ns=2'b00; y=0; end
    end
    2'b10:
    begin
      if(x==0) begin ns=2'b10; y=0; end
      else begin ns=2'b11; y=0; end
    end
    2'b11:
    begin
      if(x==0) begin ns=2'b01; y=0; end
      else begin ns=2'b00; y=1; end
    end
    endcase
    end
end
endmodule
module test_0011();
reg clk,rst,x;
wire y;
Sequence0011 I1(clk,rst,x,y);
initial
begin
  clk=1;
  rst=1;
  #20 rst=0;
end
always #5 clk=~clk;
initial
begin
  x=1; #10;
  x=1; #10;
  x=0; #10;
  x=0; #10;
  x=1; #10;
  x=1; #10;
  x=0; #10;
  x=1; #10;
  x=0; #10;
  x=0; #10;
  x=1; #10;
  x=1; #10;
end
endmodule
$ cat constraint.sdc
current_design Sequence0011

set clk_period 1.0
set clk_io_pct 0.2

create_clock -name clk0 -period $clk_period [get_ports {clk}]

set non_clock_inputs [all_inputs -no_clocks]
set_input_delay [expr $clk_period * $clk_io_pct] -clock clk0 $non_clock_inputs
set_output_delay [expr $clk_period * $clk_io_pct] -clock clk0 [all_outputs]
$ cat config.mk
export PLATFORM = sky130hd
export DESIGN_NAME = Sequence0011
export DESIGN_NICKNAME = Sequence0011
export VERILOG_FILES = /design/flow/design.v
export SDC_FILE = /design/flow/constraint.sdc
export NUM_CORES = 4
export LEC_CHECK = 1
export CORE_AREA = 10 10 70 70
export DIE_AREA = 0 0 80 80
$ cat run.sh
#!/bin/bash
# OpenROAD 26Q1-2900-gdf79404cd8, Yosys 0.63+post, stock flow scripts
make -C /OpenROAD-flow-scripts/flow DESIGN_CONFIG=/design/flow/config.mk WORK_HOME=/design/flow/orfs finish
==> impl_metrics.tcl <==
# implementation run metrics
set metrics [dict create \
    vias_per_cell 1.64 \
    totalWireLength_um 332 \
    cp_num_buf_inv 1 \
    ys.flops 5 \
    drive_gt1_share_pct 25.0 \
    critPathTopFamily "flip-flops" \
    port_buffers 3 \
    min_path_type "register to register" \
    grt_max_degree 6 \
    endpoint_kind "output pin" \
    initial_core_util_pct 4.36 \
    grt-busiest-layer "met3" \
    area_delta_synth_final_pct 77.3 \
    mi_logic_area_um2 48.8 \
    gr-usage-met2_pct 0.963 \
    drc 0 \
    clk_pin_slew_ns 0.05 \
    warnings 25 \
    yosysWarningCount 1 \
    lay_top_cells "dfxtp_1, nor2_1, clkbuf_4" \
    first_pass_iters 2 \
    synth.distinct_cells 6 \
    fin_worst_skew_ns 0.00735 \
    met3_usage_pct 2.50 \
    antenna_found_initial 1 \
    chip_area_um2 6400 \
    hp-start "ns[1]$_DFF_P_" \
    cp_slowest_cell "dfxtp_1" \
    drtIter0Drc 5 \
    layout_min_cycle_time_ns 0.963 \
    reg2reg_to "ns[0]$_DFF_P_" \
    netlist_area_um2 149 \
    drv_cap 0 \
    status "completed" \
    ys_cells 13 \
    layout_top_cell "dfxtp_1" \
    syn_inst 13 \
    finalInstanceArea_um2 264 \
    coreArea_um2 3420 \
    overflow 0 \
    min_to "ns[1]$_DFF_P_" \
    die_h_um 80 \
    clock.fmax_ghz 1.04 \
    path_max_fanout 1 \
    r2r_start "ns[3]$_DFF_P_" \
    critPathLaunchType "register" \
    ir_drop_mv 0.215 \
    r2r_slack_ns 0.37 \
    place_hpwl_um 253 \
    vias 110 \
    gp_congestion 0.584 \
    arrival_ns 0.76 \
    p_per_area_nw_per_um2 1780 \
    ant_nets 0 \
    grt.total_usage_pct 1.14 \
    place_inst 62 \
    die_w_um 80 \
    io_pins 4 \
    cts_sinks 5 \
    grt_pass1_wl_um 455 \
    cts_buffers 3 \
    htreeDepth 1 \
    total_leakage_power_nw 0.0969 \
    syn_area_per_cell_um2 11.5 \
    hold_depth 1 \
    grt_pass1_vias 96 \
    drv_slew 0 \
    insertion_delay_ns 0.25 \
    critical_path_class "register to output pin" \
    worst_slew_pin_slew_ns 0.155 \
    grt_setup_unrepaired "no" \
    cp_data_required_time_ns 0.80 \
    use_met1_pct 0.935 \
    cp_cell_sequence "dlygate4sd2_1" \
    fillCellCount 409 \
    wl_per_cell_um 4.96 \
    max_stage_delay_ns 0.29 \
    row_count 21 \
    flop_area_um2 100 \
    layout.cells.non_filler 67 \
    yosysChipArea_um2 149 \
    cts_tree "yes" \
    clockRootBuffer "clkbuf_4" \
    reg2reg_depth 2 \
    slew_headroom_pct 89.6 \
    hold_viol 0 \
    dp_slack_ns -0.0652 \
    setup_slack_ns 0.0368 \
    setup_viol 0 \
    cts_buffer_depth 2 \
    fin_crit_sh_pct 96.3 \
    placed_cell_area_um2 236 \
    ys_seq_share_pct 67.2 \
]
sequential cells by signal, summed over array words and instances (netlist names):
register	cells
ns	4
y	1
layout make-up:
class / instances / area share (%)
antenna: 1 / 0.948
clock buffer: 4 / 9.95
multi-input combinational: 8 / 18.5
sequential: 5 / 37.9
tap: 46 / 21.8
timing repair buffer: 3 / 10.9
repair_timing:
action	in CTS	in global routing
buffers inserted	0	0
gates resized	1	0
endpoints found under the hold margin	0	0
hold buffers	0	0
endpoints found under the setup margin	1	0
synthesized netlist by cell type:
cell | n | share of area (%)
a21oi_1 | 1 | 3.4
and3b_2 | 2 | 13
dfxtp_1 | 5 | 67
nor2_1 | 3 | 7.6
nor3_1 | 1 | 3.4
o21a_1 | 1 | 5.0
metal layers:
layer / part of all wire (%) / vias to the layer above
met5: 0 / -
met4: 0.60 / 0
met3: 30 / 2
met2: 33 / 6
met1: 36 / 43
li1: - / 59
worst reg2reg max path: stages (launching register included):
cell     delay [ns]
dfxtp_1        0.31
nor2_1         0.13
a21oi_1        0.07
logic make-up (layout without fill, tap and decap cells):
family	count (synthesis)	in the layout	synth area share [%]
compound gates	2	2	8.40
buf+inv	0	7	0
flops	5	5	67.2
other cells	0	1	0
simple gates	6	6	24.4
where the power goes:
part / switching, mW / internal [mW] / leakage, nW
Combinational: 0.00954 / 0.0126 / 0.0410
Sequential: 0.00288 / 0.208 / 0.0409
Clock: 0.0864 / 0.151 / 0.0150
Total: 0.0988 / 0.372 / 0.0969
worst max path at each step:
stage,cells after the start,from,endpoint
6_report,1,y$_SDFF_PP0_,y
5_1_grt,1,y$_SDFF_PP0_,y
4_1_cts,1,y$_SDFF_PP0_,y
per-stage QoR:
stage	hold WS, ns	total power [mW]	setup TNS, ns	utilization (%)
floorplan	0.277	0.223	0	-
global placement	0.437	0.235	-0.0848	6.92
detailed placement	0.447	0.237	-0.173	6.92
CTS	0.466	0.480	0	7.66
global route	0.484	0.495	0	7.73
finish	0.467	0.471	0	7.73
Power is estimated from default activity; no workload was simulated.
