<file path="flow/config.mk">
export PLATFORM = sky130hd
export DESIGN_NAME = ALU
export DESIGN_NICKNAME = ALU
export VERILOG_FILES = /design/flow/design.v
export SDC_FILE = /design/flow/constraint.sdc
export NUM_CORES = 4
export LEC_CHECK = 1
export CORE_AREA = 10 10 101 101
export DIE_AREA = 0 0 111 111
</file>
<file path="flow/constraint.sdc">
current_design ALU

set clk_period 3.3
set clk_io_pct 0.2

create_clock -name clk0 -period $clk_period [get_ports {clk}]

set non_clock_inputs [all_inputs -no_clocks]
set_input_delay [expr $clk_period * $clk_io_pct] -clock clk0 $non_clock_inputs
set_output_delay [expr $clk_period * $clk_io_pct] -clock clk0 [all_outputs]
</file>
<file path="flow/design.v">
module ALU(
    input wire clk,
    input wire rst,
    input wire [3:0] A,
    input wire [3:0] B,
    input wire [1:0] opcode,
    output reg [3:0] result,
    output reg cout,    
    output reg zero     
);
    localparam ADD = 2'b00,
               SUB = 2'b01,
               MUL = 2'b10,
               DIV = 2'b11;
    reg [3:0] a_reg, b_reg;
    reg [7:0] temp_result;  
    always @(posedge clk or posedge rst) begin
        if (rst) begin
            a_reg   <= 4'd0;
            b_reg   <= 4'd0;
            result  <= 4'd0;
            cout    <= 1'b0;
            zero    <= 1'b0;
        end else begin
            a_reg <= A;
            b_reg <= B;
            cout   <= 1'b0;
            temp_result <= 8'd0;
            case (opcode)
                ADD: begin
                    temp_result = a_reg + b_reg;
                    result = temp_result[3:0];
                    cout = temp_result[4];             
                end
                SUB: begin
                    temp_result = {1'b0, a_reg} - {1'b0, b_reg};
                    result = temp_result[3:0];
                    cout = (a_reg < b_reg) ? 1'b1 : 1'b0;  
                end
                MUL: begin
                    temp_result = a_reg * b_reg;
                    result = temp_result[3:0];
                    cout = |temp_result[7:4];          
                end
                DIV: begin
                    if (b_reg == 4'd0) begin
                        result = 4'd0;
                        cout = 1'b1;                   
                    end else begin
                        result = a_reg / b_reg;
                        cout = 1'b0;
                    end
                end
                default: begin
                    result = 4'd0;
                    cout = 1'b0;
                end
            endcase
            zero = (result == 4'd0) ? 1'b1 : 1'b0;
        end
    end
endmodule
</file>
<file path="flow/run.sh">
#!/bin/bash
# OpenROAD 26Q1-2900-gdf79404cd8, Yosys 0.63+post, stock flow scripts
make -C /OpenROAD-flow-scripts/flow DESIGN_CONFIG=/design/flow/config.mk WORK_HOME=/design/flow/orfs finish
</file>
==> notes.md <==
Notes on the flow outputs.

- At the end of the flow the core is filled with cells to 0.2640.
- The signal arrival time at the worst endpoint reads 3.61 ns.
- The final wirelength reads 3486 microns.
- The highest clock rate this design can be run at is 286.8 MHz.
- TritonCTS built the clock tree.
- After floorplanning, the die was sized to cover between 10000 and 15000 sq um.
- Setup repair after global routing could not meet its margin everywhere.
- The yosys warning tally reads 1.
- The total antenna diodes in the routed design is 0.
- The final period demand of the worst path is 3.487 ns.
- Looking at the clock tree report, the H-tree level count equals 1.
- The post-layout worst setup margin is -0.1870 ns.
- The path category of the worst min-delay check is in2async.
- The category of the critical setup timing path is reg2reg.
- The final max-slew violation count recorded for this run is 0.
- The half-perimeter wire length of the detailed placement result is 2907 microns.
- The first-pass GRT wire length reads 5975 microns.
- The power density over the cells is approximately 300 nW/um^2.
- The worst hold-check slack reads 0.7500 ns.
- The initial core utilization reads 0.1838.
- The run finished, with violations left.
- The global-route congestion overflow total reads 0.
- The TritonCTS sink count reads 14.
- The x dimension of the die is 111 microns.
- The total cell area reported by yosys after synthesis reads ~1500 sq um.
- The final timing report lists a hold violation count of 0.
- The maximum vdd drop reads 0.0003111 V.
- The design area reads 2147 sq um.
- In this run the remaining antenna-violating nets after routing total 0.
- The standard cell core area reads 8134 sq um.
- The number of antenna violations at the first check in global routing reads 0.
- The ratio of final minimum period to clock period is 1.057.
- The worst setup slack for register-to-register paths reads -0.19 ns.
- By area the synthesized netlist is led by sky130_fd_sc_hd__ha_1 28%, sky130_fd_sc_hd__dfrtp_1 23%, sky130_fd_sc_hd__fa_1 8.0%, sky130_fd_sc_hd__inv_1 5.0%, sky130_fd_sc_hd__a21oi_1 4.4%.
- The final estimated routing congestion in global placement is 0.8933.
- Counting every instance in the synthesized netlist gives 156.
- The sequential cell area fraction in the yosys report is 0.2343.
- The routed via count divided by cell count reads 3.961.
- The share of the synthesized area in the top cell type is 0.2762.
- The register clock-pin slew on the reported worst setup and hold paths reads 0.05 ns.
- The initial DRC count is 63.
- The vertical die dimension reported for this design is about 110 microns.
- The static leakage reads between 0.001 and 0.0015 uW.
- The number of iterations in the first detailed-routing pass is 4.
- The number of primary I/O pins reads 18.
- Per the layout report, the design carries 848 filler cells.
- The count of final setup violators reads 2.
- The total global-route track usage reads 0.05596.
- The synthesized design contains 14 register bits.
- The gate-level netlist out of Yosys references 36 unique cell types.
- The worst clock skew is 0.001489 ns.
- Entering global routing, the biggest net connects 15 pins.
- Setup slack on the worst path after placement came out at -0.2952 ns.
- The worst endpoint required time is around 3.4 ns.
- CTS reports a maximum clock tree buffer depth of 2.
- Summing over the stages, the warning tally comes to 36.
- The nature of the critical path endpoint is a flop.
- The checks that failed: setup timing.
- The transition time at the pin with the least slew margin is 0.4849 ns.
- The mean instance size in the synthesized netlist reads 9.585 sq um.
- The number of max-cap violations reads 0.
- For this block, the via count after detailed routing is 1216.
- The average detailed-routed wire length per instance reads 11.36 microns.
- The layout summary lists the proportion of cells stronger than drive strength 1 as 0.2723.
- The worst-path maximum fanout is 5.
- The skew report gives the latency at the later pin of the worst-skew pair as 0.23 ns.
- Per the Yosys statistics, synthesis produced 156 cells.
- The cell at the root of the clock tree reads sky130_fd_sc_hd__clkbuf_8.
- The worst relative slew slack reads 0.6764.
- The area added between synthesis and finish reads 43.60%.
- The placement stage leaves a total instance area of 2006 sq um.
- The number of core rows reads 33.
- The number of buffers created by CTS is 3.
- For this run, design rule violations remaining after detail routing come to 0.
- The number of global-route vias before repair reads 1251.
- The netlist area before placement is approximately 1500 sq um.
- In this run, post-CTS hold repair placed 0 buffers.
- STA classifies the critical path startpoint as a flop.
- The number of cells traversed by the worst register-to-register path is 19.
- The leading area contributor after synthesis is sky130_fd_sc_hd__ha_1.
- The quantity of I/O buffers inserted on ports reads 17.
kinds of logic after synthesis:
family | Yosys count | synth area share
AOI/OAI and AO/OA | 38 | 0.1791
xor gates and xnor gates | 6 | 0.03515
and+or+nand+nor | 33 | 0.1155
DFF | 14 | 0.2343
buffers and inverters | 23 | 0.05774
adders and majority gates | 39 | 0.3565
muxes | 3 | 0.02176
layout by cell type, fill, tap and decap left out, types with 3 or more instances in the layout:
cell and n:
sky130_fd_sc_hd__clkbuf_8 3, sky130_fd_sc_hd__nand2b_1 3, sky130_fd_sc_hd__buf_4 27, sky130_fd_sc_hd__ha_1 29, sky130_fd_sc_hd__a21oi_2 4, sky130_fd_sc_hd__nand2_1 5, sky130_fd_sc_hd__inv_1 19, sky130_fd_sc_hd__a21oi_1 9
sky130_fd_sc_hd__o21ai_2 3, sky130_fd_sc_hd__ha_4 4, sky130_fd_sc_hd__fa_1 6, sky130_fd_sc_hd__xor2_1 4, sky130_fd_sc_hd__and2_1 4, sky130_fd_sc_hd__dfrtp_1 13, sky130_fd_sc_hd__a21o_1 4, sky130_fd_sc_hd__nor2_1 13
sky130_fd_sc_hd__clkdlybuf4s50_1 17
repair_timing:
action / in CTS / in global routing
pin swaps: 11 / 5
gates cloned: 0 / 0
buffers inserted: 5 / 2
endpoints found under the setup margin: 2 / 3
gates resized: 3 / 5
synth_stat cells:
library cell               count
sky130_fd_sc_hd__ha_1         33
sky130_fd_sc_hd__inv_1        20
sky130_fd_sc_hd__dfrtp_1      14
sky130_fd_sc_hd__nor2_1       14
sky130_fd_sc_hd__a21oi_1      13
sky130_fd_sc_hd__fa_1          6
sky130_fd_sc_hd__nand2_1       5
sky130_fd_sc_hd__a21o_1        4
sky130_fd_sc_hd__and2_1        4
sky130_fd_sc_hd__xor2_1        4
sky130_fd_sc_hd__nand2b_1      3
sky130_fd_sc_hd__o21ai_0       3
sky130_fd_sc_hd__o31ai_1       3
sky130_fd_sc_hd__a211oi_1      2
sky130_fd_sc_hd__clkbuf_1      2
sky130_fd_sc_hd__mux2_2        2
sky130_fd_sc_hd__nor3_1        2
sky130_fd_sc_hd__nor4_1        2
sky130_fd_sc_hd__o21a_1        2
sky130_fd_sc_hd__xnor2_1       2
sky130_fd_sc_hd__a211oi_2      1
sky130_fd_sc_hd__a221oi_1      1
sky130_fd_sc_hd__a222oi_1      1
sky130_fd_sc_hd__a31o_2        1
sky130_fd_sc_hd__a31oi_1       1
sky130_fd_sc_hd__a32oi_1       1
sky130_fd_sc_hd__inv_2         1
sky130_fd_sc_hd__mux2i_1       1
sky130_fd_sc_hd__nor2b_1       1
sky130_fd_sc_hd__nor3_4        1
sky130_fd_sc_hd__nor4_2        1
sky130_fd_sc_hd__o211ai_1      1
sky130_fd_sc_hd__o211ai_4      1
sky130_fd_sc_hd__o21ai_1       1
sky130_fd_sc_hd__o21bai_1      1
sky130_fd_sc_hd__o221ai_1      1
per-stage QoR:
step                      total power (uW)  cells  setup TNS (ns)
after CTS                            628.7    305         -0.3104
after global routing                 687.1    307         -0.9095
after detailed placement             477.8    296         -0.5041
after floorplan                      372.0    156         -0.1710
after global placement               480.3    296         -0.3760
final                                633.7    307         -0.3457
power by group:
part	switching (uW)	total (uW)	internal [uW]
logic	145	305	160
registers	7.07	195	188
clock network	48.5	133	84.7
total	201	634	433
cell type report:
class                   count  area, sq um  share of cell area
repair buffers             44        372.9              0.1737
multi-input cells         119         1167              0.5437
clock buffers               4        45.04             0.02098
well taps                 105        131.4             0.06119
inverters                  21        78.83             0.03671
flip-flops and latches     14        351.6              0.1638
layer usage:
metal | vias up | GRT usage | wire length (microns)
li1 | 636 | - | -
met1 | 558 | 0.08019 | 1721
met2 | 22 | 0.09159 | 1623
met3 | 0 | 0.008210 | 141
met4 | 0 | 0.001736 | 0
met5 | - | 0 | 0
worst max-delay path, stage by stage (launching register included):
cell and delay, ns:
sky130_fd_sc_hd__dfrtp_2 0.41, sky130_fd_sc_hd__nor3_4 0.24, sky130_fd_sc_hd__a21oi_2 0.08, sky130_fd_sc_hd__a21oi_2 0.12, sky130_fd_sc_hd__ha_1 0.25, sky130_fd_sc_hd__o21a_1 0.15
sky130_fd_sc_hd__o211ai_4 0.22, sky130_fd_sc_hd__o31ai_1 0.09, sky130_fd_sc_hd__buf_4 0.15, sky130_fd_sc_hd__ha_4 0.26, sky130_fd_sc_hd__nor2_1 0.06, sky130_fd_sc_hd__a211oi_4 0.28
sky130_fd_sc_hd__nor2_1 0.08, sky130_fd_sc_hd__a21oi_1 0.13, sky130_fd_sc_hd__ha_1 0.24, sky130_fd_sc_hd__o21ai_1 0.07, sky130_fd_sc_hd__nand2b_1 0.08, sky130_fd_sc_hd__a211oi_2 0.24
sky130_fd_sc_hd__o21ai_2 0.09, sky130_fd_sc_hd__buf_4 0.14
path summary, 6_finish.rpt:
check,start,to
worst min register to register,a_reg[0]$_DFF_PP0_,zero$_DFF_PP0_
worst max register to register,b_reg[1]$_DFF_PP0_,result[0]$_DFF_PP0_
worst max-delay path,b_reg[1]$_DFF_PP0_,result[0]$_DFF_PP0_
min in group clk0,B[1],b_reg[1]$_DFF_PP0_
max in group asynchronous,rst,b_reg[1]$_DFF_PP0_
worst min-delay path,rst,cout$_DFF_PP0_
Power is estimated from default activity; no workload was simulated.
