**/design/flow/config.mk**
```make
export PLATFORM = sky130hd
export DESIGN_NAME = DMA
export DESIGN_NICKNAME = DMA
export VERILOG_FILES = /design/flow/design.v
export SDC_FILE = /design/flow/constraint.sdc
export NUM_CORES = 4
export LEC_CHECK = 1
export CORE_UTILIZATION = 30
```
**/design/flow/design.v**
```verilog
module DMA (
    input wire clk,            
    input wire rst,            
    input wire start,          
    input wire [7:0] src_addr, 
    input wire [7:0] dest_addr, 
    input wire [7:0] length,   
    output reg done,           
    input wire [7:0] mem_data_in,  
    input wire mem_ready,          
    output reg [7:0] mem_addr,     
    output reg mem_read,           
    output reg mem_write,          
    output reg [7:0] mem_data_out  
);
    reg [7:0] src;           
    reg [7:0] dest;          
    reg [7:0] len;           
    reg [2:0] state;         
    reg [7:0] data_buffer;   
    localparam IDLE  = 3'd0,  
               READ  = 3'd1,  
               WRITE = 3'd2,  
               WAIT  = 3'd3,  
               DONE  = 3'd4;  
    always @(posedge clk or posedge rst) begin
        if(rst) begin
            state        <= IDLE;     
            done         <= 0;
            mem_read     <= 0;
            mem_write    <= 0;
            mem_addr     <= 8'd0;
            mem_data_out <= 8'd0;
            src          <= 8'd0;
            dest         <= 8'd0;
            len          <= 8'd0;
            data_buffer  <= 8'd0;
        end
        else begin
            case(state)
            IDLE: begin
                mem_read  <= 0;    
                mem_write <= 0;
                if(start) begin
                    done  <= 0;               
                    src   <= src_addr;        
                    dest  <= dest_addr;       
                    len   <= length;          
                    state <= READ;            
                end
            end
            READ: begin
                mem_addr <= src;   
                mem_read <= 1;     
                state    <= WAIT;  
            end
            WAIT: begin
                mem_read <= 0;    
                if(mem_ready) begin
                    data_buffer <= mem_data_in;  
                    state       <= WRITE;        
                end
            end
            WRITE: begin
                mem_addr     <= dest;         
                mem_data_out <= data_buffer;  
                mem_write    <= 1;            
                src  <= src + 1;     
                dest <= dest + 1;    
                len  <= len - 1;     
                if(len == 1) begin
                    state <= DONE;   
                end
                else begin
                    state <= READ;   
                end
                mem_write <= 0;     
            end
            DONE: begin
                done  <= 1;      
                state <= IDLE;   
            end
            endcase
        end
    end
endmodule
```
**/design/flow/constraint.sdc**
```tcl
current_design DMA

set clk_period 2.7
set clk_io_pct 0.2

create_clock -name clk0 -period $clk_period [get_ports {clk}]

set non_clock_inputs [all_inputs -no_clocks]
set_input_delay [expr $clk_period * $clk_io_pct] -clock clk0 $non_clock_inputs
set_output_delay [expr $clk_period * $clk_io_pct] -clock clk0 [all_outputs]
```
**/design/flow/run.sh**
```bash
#!/bin/bash
# OpenROAD 26Q1-2900-gdf79404cd8, Yosys 0.63+post, stock flow scripts
make -C /OpenROAD-flow-scripts/flow DESIGN_CONFIG=/design/flow/config.mk WORK_HOME=/design/flow/orfs finish
```
==> changes_impl.md <==
### Metrics

- Period utilization: 76.0%
- Power per cell area: 839 nW/um^2
- Setup WS post-layout: between 0.6 and 0.7 ns
- Core area: 8850 um^2
- Max Cap Viol: 0
- Final Instance Area: 3520 um^2
- Status: completed
- First-pass GRT wire length: ~11 mm
- Die width: 98.5 um
- Area growth syn-to-layout: 26.2%
- RSZ-0062 raised after global routing: no
- GPL Wtd Cong: 0.774
- Yosys warns: 1
- Ys flops: between 50 and 60
- Hold Violations, Final: 0
- Remaining DRCs: 0
- Grt ovf: 0
- Critical path, cell by cell: nand2_2 -> buf_4 -> o21ai_1 -> and4_1 -> nor3_1
- Via density: 5.06
- Max VDD drop: ~0.31 mV
- Worst-path fanout max: 27
- Setup Skew: 0.0111 ns
- Switching pwr: 959 uW
- Vias in the first global route: between 2000 and 2500
- DRT Pass-1 Iters: 6
- Hold Path End: mem_read
- Synth top area share: approximately 48%
- Main flop type: dfrtp_1
- Leading area contributor after synthesis: dfrtp_1
- Post-cts repair resize count: 0
- Yosys stat chip area: 2790 um^2
- RR Endpoint: len[7]
- Setup Viol. Count Final: 0
- IO Count: around 55
- Initial antenna violation count: 0
- Setup Crit Path Kind: flip-flop to flip-flop
- CP peak stage delay: 0.89 ns
- Post-DP HPWL: 4.33 mm
- CTS Buffer Depth: 2
- All-Layer GR Usage: 14.0%
- Seq/Total Area, Yosys: 49.4%
- DRT iter0 DRCs: around 84
- Tmin final: roughly 2 ns
- Yosys Instances: 279
- Critical Path Slowest Stage Cell: dfstp_2
- EDFF count, synth: 0
- Critical Path Start Type: flip-flop
- Reg2Reg Depth: 5
- Diode count: 0
- Placed cell areas: roughly 3400 um^2
- # clock sinks: 55
- Synth cell types: between 40 and 50
- FILL cells: 903
- Hold path cells: 1
- Tool warnings: 26
- Slew @ Worst Pin: 0.619 ns
- Die Y: 98.5 um
- Tot Pwr: 2.96 mW
- Pre-CTS setup slack: 0.325 ns
- Clk root buf: clkbuf_8
- Reg power frac: ~50%
- Clock power frac: about 17%
- Hold-fix buffers, CTS: 0
- Max Slew Vio Count: 0
- FFs w/ async S/R, synth: 100%
- Number of post-CTS setup repair buffers: 0
- Setup_tns: 0 ns
- Final non-filler cell total: around 440
- Vias: 2203
- WP data required: 2.90 ns
- Synth Area per Inst: 10.0 um^2
- Worst slew margin: roughly three fifths
- Largest net degree at the start of global routing: 57
- Fp util: 31.5%
- CTS tree: yes
- Register clock-pin slew on the reported worst setup and hold paths: 0.11 ns
- Hold crit path type: flip-flop to flip-flop
- Combinational power share: 33.5%
- Drt wl/cell: 14.6 um
- Mapped cell area: 2790 um^2
- HP Start: state[4]
- H-tree depth: 2
- Syn Inst Count: 279
- Layout cells sized above 1: 8.87%
- Most common cell in the netlist: dfrtp_1
- TritonCTS buffer count: 5
- Reg2Reg Launch Point: state[0]
- Pint: 2.00 mW
- Sw Share: 32.4%
- Final ANT Viol Nets: 0
- Crit end category: flip-flop
- Die Size: 9690 um^2
- Row count: 34
- Leakage: about 1.4 nW
- Top cells by area: dfrtp_1, mux2i_1, a21oi_1
- Fmax: 487 MHz
- Synth top cells by count: dfrtp_1, a21oi_1, nor2_1
- Buffers on Ports: approximately 53
- Wirelength, routed: between 6 and 7 mm
- Worst-Skew Late Latency: 0.31 ns
- Flop-to-flop setup slack: approximately 0.65 ns
- Post-placement cell count: 427
- Critical Path AT: about 2.3 ns
## critical path: cells and delay by family, from the launching register on
| family | cells | cell delay, ns |
|---|---|---|
| buffers and inverters | 1 | 0.23 |
| flip-flops | 1 | 0.89 |
| AND/OR/NAND/NOR | 3 | 0.44 |
| AND-OR/OR-AND | 1 | 0.36 |
## placed cells by master, fill, tap and decap left out, drive strengths merged
cell type,n
a21oi,23
clkbuf,6
nor3b,1
mux2i,12
buf,6
and4,1
a31oi,3
o21ai,22
conb,1
a21boi,1
a21o,2
nand3,15
dfstp,1
a211oi,2
and3,7
mux2,16
a31o,1
clkdlybuf4s50,53
nor2,20
nand2b,5
or4,1
o22a,12
xor2,1
nand2,15
o2bb2ai,1
o22ai,13
and3b,1
a22o,1
nand4,4
dfrtp,54
nor3,5
nand3b,2
inv,10
nor2b,1
ha,4
nor4,1
o311a,2
o21a,1
## worst max-delay path by stage
stage / end / depth (start not counted) / startpoint
CTS: len[7] / 5 / state[0]
global route: src[7] / 5 / state[0]
finish: len[7] / 5 / state[0]
## stage by stage
| step | util [%] | hold slack [ns] |
|---|---|---|
| after floorplan | - | 0.433 |
| after global placement | 38.7 | 0.449 |
| after detailed placement | 38.7 | 0.461 |
| after CTS | 39.8 | 0.476 |
| after global routing | 39.8 | 0.508 |
| final | 39.8 | 0.471 |
## sequential cells by signal, indices dropped and copies added, names as in the netlist, 5 cells and up
| signal | cells |
|---|---|
| mem_addr | 8 |
| len | 8 |
| state | 5 |
| dest | 8 |
| mem_data_out | 8 |
| src | 8 |
| data_buffer | 8 |
## layout make-up
class                      count  area, um^2  area share (%)
clock buffer                   6        82.6            2.34
clock inverter                 2        17.5           0.497
inverter                       8        30.0           0.852
multi-input combinational    197        1290            36.7
sequential                    55        1380            39.1
tap                          108         135            3.84
timing repair buffer          59         588            16.7
## power by group through the flow
stage,Sequential (mW),Clock [mW],Combinational (mW)
CTS,1.46,0.525,1.00
finish,1.46,0.507,0.991
global route,1.52,0.557,1.12
## metal layers
metal	up-vias	routed length, um	track usage [%]
met5	-	0	0
met3	2	260	2.16
li1	1118	-	-
met4	0	40	1.72
met1	1037	3320	24.0
met2	46	2730	19.8
## cell families (layout without fill, tap and decap cells)
family	after synthesis	in the layout	share of synthesized area, %
AOI/OAI and AO/OA	84	84	19.0
xor gates and xnor gates	1	1	0.314
adders and majority gates	4	4	1.79
buffers and inverters	27	75	4.35
DFF	55	55	49.4
muxes	28	28	10.8
other	1	1	0.134
and+or+nand+nor	79	79	14.3
Power figures rest on the tool's default switching activity, not on a simulated workload.
